### ./run.sh
#!/bin/bash
# OpenROAD 26Q1-2900-gdf79404cd8, Yosys 0.63+post, stock flow scripts
make -C /OpenROAD-flow-scripts/flow DESIGN_CONFIG=/design/flow/config.mk WORK_HOME=/design/flow/orfs finish
### ./config.mk
export PLATFORM = sky130hd
export DESIGN_NAME = pulse_extender
export DESIGN_NICKNAME = pulse_extender
export VERILOG_FILES = /design/flow/design.v
export SDC_FILE = /design/flow/constraint.sdc
export NUM_CORES = 4
export LEC_CHECK = 1
export CORE_AREA = 10 10 70 70
export DIE_AREA = 0 0 80 80
### ./constraint.sdc
current_design pulse_extender

set clk_period 2.2
set clk_io_pct 0.2

create_clock -name clk0 -period $clk_period [get_ports {clk}]

set non_clock_inputs [all_inputs -no_clocks]
set_input_delay [expr $clk_period * $clk_io_pct] -clock clk0 $non_clock_inputs
set_output_delay [expr $clk_period * $clk_io_pct] -clock clk0 [all_outputs]
### ./design.v
(* KEEP_HIERARCHY = "TRUE", KEEP = "TRUE" *) module main_memory #(parameter MEM_LEN = 128) (
    input clk,
    input reset,
    input scan_in,
    input scan_en,
    output scan_out,
    input [7:0] addr,
    output [7:0] d_out_0,
    output [7:0] d_out_1
);
    function integer bit_len;
       input integer i;
       begin
          bit_len = -1;
          for(i=i; i != 0; i = i >> 1) bit_len = bit_len + 1;
       end
    endfunction
    localparam ADDR_BITS = bit_len(MEM_LEN);
    localparam NEXT_MEM_BITS = 5;
    localparam NEXT_MEM_SIZE = 1 << NEXT_MEM_BITS;
    reg [7:0] memory[MEM_LEN-1:0];
    wire [7:0] next_memory[NEXT_MEM_SIZE-1:0];
    assign d_out_0 = memory[addr[ADDR_BITS-1:0]];
    assign d_out_1 = next_memory[addr[NEXT_MEM_BITS-1:0]];
    genvar gi;
    generate
        for (gi = 0; gi < NEXT_MEM_SIZE; gi = gi+1) begin
            assign next_memory[gi] = memory[gi+1];
        end
    endgenerate
    assign scan_out = memory[MEM_LEN-1][7];
    always @(posedge clk or posedge reset) begin: mem
        integer i;
        if(reset) begin
            for(i=0; i<MEM_LEN; i=i+1) begin
                memory[i] <= 0;
            end
        end else if(scan_en) begin
            for(i=0; i<MEM_LEN; i=i+1) begin
                memory[i][7:0] <= {memory[i][6:0], i == 0 ? scan_in : memory[i-1][7]};
            end
        end
    end 
endmodule
(* KEEP_HIERARCHY = "TRUE", KEEP = "TRUE" *) module config_module #(
    parameter MEM_LEN=128,
    parameter PROG_LEN_SIZE=8,
    parameter TICK_LEN_SIZE=16
    ) (
    input clk,
    input reset,
    input scan_in,
    input scan_en,
    output scan_out,
    input [7:0] addr,
    output [7:0] cfg_state_offs,
    output [7:0] cfg_trans_offs,
    output [PROG_LEN_SIZE-1:0] cfg_prog_len,
    output [TICK_LEN_SIZE-1:0] cfg_tick_len,
    output [31:0] cfg_clk_flags,
    output [7:0] cfg_clk_joins,
    output [39:0] cfg_clk_div_imm,
    output [7:0] d_out_0,
    output [7:0] d_out_1
);
    wire scan_intermediates[11:0];
    assign scan_intermediates[0] = scan_in;
    scan_rom cfg_state_offs_reg (
        .clk(clk),
        .reset(reset),
        .scan_in(scan_intermediates[0]),
        .scan_out(scan_intermediates[1]),
        .scan_en(scan_en),
        .d_out(cfg_state_offs)
    );
    scan_rom cfg_trans_offs_reg (
        .clk(clk),
        .reset(reset),
        .scan_in(scan_intermediates[1]),
        .scan_out(scan_intermediates[2]),
        .scan_en(scan_en),
        .d_out(cfg_trans_offs)
    );
    scan_rom #(PROG_LEN_SIZE) cfg_prog_len_reg (
        .clk(clk),
        .reset(reset),
        .scan_in(scan_intermediates[2]),
        .scan_out(scan_intermediates[3]),
        .scan_en(scan_en),
        .d_out(cfg_prog_len)
    );
    scan_rom #(TICK_LEN_SIZE) cfg_tick_len_reg (
        .clk(clk),
        .reset(reset),
        .scan_in(scan_intermediates[3]),
        .scan_out(scan_intermediates[4]),
        .scan_en(scan_en),
        .d_out(cfg_tick_len)
    );
    scan_rom #(32) cfg_clk_flags_reg (
        .clk(clk),
        .reset(reset),
        .scan_in(scan_intermediates[4]),
        .scan_out(scan_intermediates[5]),
        .scan_en(scan_en),
        .d_out(cfg_clk_flags)
    );
    scan_rom cfg_clk_joins_reg (
        .clk(clk),
        .reset(reset),
        .scan_in(scan_intermediates[5]),
        .scan_out(scan_intermediates[6]),
        .scan_en(scan_en),
        .d_out(cfg_clk_joins)
    );
    genvar i;
    generate
        for(i=0; i<4; i=i+1) begin
            scan_rom #(10) cfg_clk_div_imm_reg (
                .clk(clk),
                .reset(reset),
                .scan_in(scan_intermediates[6+i]),  
                .scan_out(scan_intermediates[7+i]),  
                .scan_en(scan_en),
                .d_out(cfg_clk_div_imm[i*10+9:i*10])
            );
        end
    endgenerate
    main_memory #(MEM_LEN) cfg_main_memory (
        .clk(clk),
        .reset(reset),
        .scan_in(scan_intermediates[10]),
        .scan_out(scan_intermediates[11]),
        .scan_en(scan_en),
        .addr(addr),
        .d_out_0(d_out_0),
        .d_out_1(d_out_1)
    );
    assign scan_out = scan_intermediates[11];
endmodule
(* KEEP_HIERARCHY = "TRUE", KEEP = "TRUE" *) module scan_rom #(
    parameter WIDTH = 8  
) (
    input clk,        
    input reset,      
    input scan_en,    
    input scan_in,    
    output scan_out,  
    output [WIDTH-1:0] d_out  
);
reg [WIDTH-1:0] scan_reg;
always @(posedge clk or posedge reset) begin: scan_proc
    if (reset) begin
        scan_reg <= {WIDTH{1'b0}};  
    end else if (scan_en) begin
        scan_reg <= {scan_reg[WIDTH-2:0], scan_in};  
    end
end
assign d_out = scan_reg;
assign scan_out = scan_reg[WIDTH-1];
endmodule
module pulse_extender #(parameter WIDTH=1, parameter CYCLES=100)(
    input reset,
    input clk,
    input [WIDTH-1:0] signal_i,
    output reg [WIDTH-1:0] pulse_o
);
    function integer bit_len;
       input integer i;
       begin
          bit_len = 0;
          for(i=i; i != 0; i = i >> 1) bit_len = bit_len + 1;
       end
    endfunction
    localparam BIT_LEN = bit_len(CYCLES);
    reg [BIT_LEN-1: 0] count [WIDTH-1:0];
    integer i;
    always @(posedge clk or posedge reset) begin
        if (reset) begin
            for (i=0; i<WIDTH; i=i+1) begin
                count[i] <= 0;
            end
            pulse_o <= 0;
        end else begin
            for (i=0; i<WIDTH; i=i+1) begin
                if (signal_i[i]) begin
                    count[i] <= 0;
                    pulse_o[i] <= 1;
                end else if (count[i] == CYCLES) begin
                    pulse_o[i] <= 0;
                end else begin
                    pulse_o[i] <= 1;
                    count[i] <= count[i] + 1;
                end
            end
        end
    end
endmodule
==> reports/qor.txt <==
Overall power -> 299 µW
Routed Antenna Nets -> 0
Synth Cell Area -> 442 µm²
Sw Ratio -> 24.2%
Startpoint class of the critical path -> flop
Init Core Util -> 12.9%
Post-cts resize count -> 0
Ports -> 4
Tightest hold margin -> 428 ps
Root buf cell -> clkbuf_4
CP Max Fanout -> 4
PD cells -> 546 nW/µm²
Vias in the first global route -> 317
Core footprint -> 3420 µm²
Yosys stat chip area -> 442 µm²
Drt first pass iters -> 4
CTS tree -> yes
Peak supply drop -> 129 µV
Yosys cell types -> 22
Max frequency -> 0.644 GHz
Register share after synthesis -> 45.3%
# hold bufs at CTS -> 0
Flops & latches, synth -> 8
Num CTS Buffers -> 3
Data required, critical path -> 2340 ps
WS Path Type -> reg -> reg
Die Y -> 80 µm
Area fraction in compound gates -> 7.37%
Wire per inst -> 8.57 µm
Simple-Gate Fraction of Synth Area -> 30.6%
Leakage Power -> 0.000256 µW
Worst Skew -> 4.14 ps
R2R Setup Slk -> 650 ps
OpenROAD warnings -> 26
DP Wirelength -> 615 µm
DR vias/cell -> 3.29
Grt total ovfl -> 0
1st-iter DRT viols -> 23
CTS H-Tree Depth -> 1
Worst skew pair latency -> 260 ps
Clock-pin slew on the worst setup and hold paths -> 60 ps
Gr usage total -> 2.77%
Max_cap viols -> 0
Row Count -> 21
Number of enable flip-flop cells -> 0
Initial antenna violation count -> 0
Clock Power Share -> 39.1%
Setup violations, final -> 0
Layout cells sized above 1 -> 12.8%
Area Growth Syn to Fin -> 24.1%
Top cells by count, synth -> dfrtp_1 (8), nor2_1 (5), nand2b_1 (4)
HP Class -> in -> async
Avg Synthesized Cell Area -> 10.5 µm²
First-pass GRT wire length -> 1.43 mm
Post-synth ARST share -> 100%
P_sw -> 72.4 µW
Sequential Power Share -> 52.4%
Cell taking the most area after synthesis -> dfrtp_1
Drt drc -> 0
Final setup TNS -> 0 ps
Outcome -> finished clean
R2R depth -> 5
PortBufs -> 3
GP Congestion -> 0.739
Final hold vios -> 0
Via count -> 306
Logic family by area -> simple AND/OR/NAND/NOR gates
Mux frac, synth -> 5.67%
Arrival @ worst endpoint -> 1700 ps
Slew headroom -> 77.3%
Die area -> 6400 µm²
Ys cells -> 42
Internal power -> 227 µW
Synth warnings -> 2
Fill cells -> 388
Post-Synth Adder-Cell Area -> 5.67%
Top cell area share -> 45.3%
Xor/xnor share -> 1.98%
Diodes inserted -> 0
CP Capture Type -> flop
Worst-margin pin slew -> 339 ps
Largest net degree at the start of global routing -> 13
Final worst setup slack -> 646 ps
R2R Path End -> count[0][0]
Min Tclk post-route -> 1550 ps
Reg-to-reg critical path startpoint -> count[0][0]
WL final -> 797 µm
Top_reg_cell synth -> dfrtp_1
Most common cell in the netlist -> dfrtp_1
Longest Clk Path Bufs -> 2
Top cells by area -> dfrtp_1 (45%), ha_1 (5.7%), nand2b_1 (5.7%)
Place WS -> 576 ps
Fin. max-slew vios -> 0
Comb pwr share -> 8.6%
Setup bufs post-CTS -> 0
CTS sink count -> 8
Tcrit/Tclk final -> 70.6%
RSZ-0062 raised after global routing -> false
Post-Syn Instances -> 42
Die Width -> 80 µm
-- how the worst max path moves through the flow --
stage	from	end	slack [ps]	depth (start not counted)
after CTS	count[0][0]	count[0][0]	630	5
after global routing	count[0][0]	count[0][0]	580	5
final	count[0][0]	count[0][0]	650	5
-- critical path, stage by stage, from the launching register on --
cell      delay (ps)
dfrtp_1          410
inv_1             90
ha_1             190
nand4b_4         120
nor3b_4          290
mux2_4           320
-- kinds of logic (layout without fill, tap and decap cells) --
| kind of cell | after synthesis | in the layout |
|---|---|---|
| muxes | 2 | 2 |
| AOI/OAI and AO/OA | 5 | 5 |
| DFF | 8 | 8 |
| buffers and inverters | 4 | 9 |
| xor gates and xnor gates | 1 | 1 |
| and+or+nand+nor | 20 | 20 |
| adders and majority gates | 2 | 2 |
-- cell usage in the layout, fill, tap and decap left out --
| cell | Yosys | layout |
|---|---|---|
| inv_1 | 3 | 3 |
| o21ai_1 | 1 | 1 |
| nand3b_1 | 1 | 1 |
| a21oi_1 | 1 | 1 |
| ha_1 | 2 | 2 |
| nor2_1 | 5 | 5 |
| clkdlybuf4s50_1 | 0 | 3 |
| nand3_1 | 2 | 2 |
| xor2_1 | 1 | 1 |
| nand4b_4 | 1 | 1 |
| mux2_4 | 1 | 1 |
| nand2_1 | 2 | 2 |
| clkbuf_4 | 0 | 3 |
| or3_1 | 2 | 2 |
| o211a_1 | 1 | 1 |
| dfrtp_1 | 8 | 8 |
| mux2i_1 | 1 | 1 |
| o21bai_1 | 1 | 1 |
| nor3b_4 | 1 | 1 |
| o21ai_0 | 1 | 1 |
| nor3_1 | 1 | 1 |
| nor4_1 | 1 | 1 |
| nand2b_1 | 4 | 4 |
-- registers in the layout, indices dropped and copies added (netlist names) --
name / count
count: 7
pulse_o: 1
-- per-layer routing --
| metal | routed length [µm] | vias to the layer above | global-route usage [%] |
|---|---|---|---|
| met2 | 353 | 6 | 4.09 |
| met1 | 362 | 147 | 3.17 |
| met5 | 0 | - | 0 |
| li1 | - | 153 | - |
| met4 | 0 | 0 | 0.352 |
| met3 | 81 | 0 | 2.16 |
-- area by class of cell --
class / instances / area, µm² / share of cell area [%]
clock buffers: 3 / 22.5 / 4.11
well taps: 46 / 57.6 / 10.5
flip-flops and latches: 8 / 200 / 36.5
multi-input cells: 30 / 226 / 41.3
repair buffers: 3 / 30.0 / 5.48
inverters: 3 / 11.3 / 2.05
-- metrics by stage --
stage	std cells	area (µm²)	util, %
CTS	93	548	16.0
floorplan	42	442	-
global placement	90	526	15.4
finish	93	548	16.0
detailed placement	90	526	15.4
global route	93	548	16.0
-- power by group through the flow --
stage / registers [µW] / logic (µW) / clock network, µW
6_report: 157 / 25.6 / 117
5_1_grt: 157 / 28.8 / 130
4_1_cts: 157 / 26.5 / 122
No activity file was given, so power comes from the tool's default toggle rates.
